$ cat design.v
module down_width_conv #
(
    parameter DIN_WIDTH  = 32,
    parameter DOUT_WIDTH = 8
)
(
    input   wire                            clk,
    input   wire                            cen,
    input   wire                            rstn,
    input   wire    [DIN_WIDTH - 1:0]       din,
    input   wire    [DIN_WIDTH/8 - 1:0]     din_strb,
    input   wire                            din_last,
    input   wire                            din_valid,
    output  reg                             din_ready,
    output  reg     [DOUT_WIDTH - 1:0]      dout,
    output  reg     [DOUT_WIDTH/8 - 1:0]    dout_strb,
    output  reg                             dout_last,
    output  reg                             dout_valid,
    input   wire                            dout_ready
);
    generate
        if ((DIN_WIDTH  < 1)                ||
            (DOUT_WIDTH < 1)                ||
            ((DOUT_WIDTH % 8) != 0)         ||
            ((DIN_WIDTH  % 8) != 0)         ||
            (DIN_WIDTH <= DOUT_WIDTH)       ||
            ((DIN_WIDTH % DOUT_WIDTH) != 0)) begin
            INVALID_PARAMETER invalid_parameters_msg();
        end
    endgenerate
    function integer clog2;
        input integer value;
        integer i;
        begin
            clog2 = 0;
            for (i = 0; 2**i < value; i = i + 1) begin
                clog2 = i + 1;
            end
        end
    endfunction
    localparam  WIDTH_RATIO = DIN_WIDTH / DOUT_WIDTH;
    localparam  DATA_CNT_WIDTH = clog2(WIDTH_RATIO);
    reg     [DATA_CNT_WIDTH - 1:0]  data_cnt;
    reg     [DIN_WIDTH - 1:0]       temp_din;
    reg     [DIN_WIDTH/8 - 1:0]     temp_strb;
    reg     [WIDTH_RATIO - 1:0]     temp_last;
    reg                             temp_valid;
    wire [3:0] state = {din_valid, din_ready, dout_valid, dout_ready};
    always @(posedge clk or negedge rstn) begin
        if (~rstn) begin
            din_ready   <= 1'b0;
            dout_valid  <= 1'b0;
            data_cnt    <= {DATA_CNT_WIDTH{1'b0}};
            dout        <= {DOUT_WIDTH{1'b0}};
            dout_strb   <= {DOUT_WIDTH/8{1'b0}};
            dout_last   <= 1'b0;
            temp_din    <= {DOUT_WIDTH{1'b0}};
            temp_strb   <= {DOUT_WIDTH/8{1'b0}};
            temp_last   <= 1'b0;
            temp_valid  <= 1'b0;
        end else begin
            if (cen) begin
                case (4'b1111)
                    {~din_valid, ~din_ready, ~dout_valid, ~dout_ready},
                    {~din_valid, ~din_ready, ~dout_valid,  dout_ready},
                    { din_valid, ~din_ready, ~dout_valid, ~dout_ready},
                    { din_valid, ~din_ready, ~dout_valid,  dout_ready}: begin
                        din_ready <= 1'b1;
                    end
                    { din_valid,  din_ready, ~dout_valid, ~dout_ready},
                    { din_valid,  din_ready, ~dout_valid,  dout_ready},
                    { din_valid,  din_ready,  dout_valid,  dout_ready}: begin
                        dout       <= din[0 +: DOUT_WIDTH];
                        dout_strb  <= din_strb[0 +: DOUT_WIDTH/8];
                        dout_last  <= 1'b0;
                        temp_din   <= din >> DOUT_WIDTH;
                        temp_strb  <= din_strb >> (DOUT_WIDTH/8);
                        temp_last  <= {din_last, {WIDTH_RATIO - 1{1'b0}}} >> 1'b1;
                        data_cnt   <= {DATA_CNT_WIDTH{1'b0}};
                        din_ready  <= 1'b0;
                        dout_valid <= 1'b1;
                    end
                    {~din_valid, ~din_ready,  dout_valid,  dout_ready},
                    { din_valid, ~din_ready,  dout_valid,  dout_ready}: begin
                        dout       <= temp_din [0 +: DOUT_WIDTH];
                        dout_strb  <= temp_strb[0 +: DOUT_WIDTH/8];
                        dout_last  <= temp_last[0];
                        temp_din   <= temp_din  >> DOUT_WIDTH;
                        temp_strb  <= temp_strb >> (DOUT_WIDTH/8);
                        temp_last  <= temp_last >> 1'b1;
                        data_cnt   <= (data_cnt == (WIDTH_RATIO - 1))? {DATA_CNT_WIDTH{1'b0}} : data_cnt + 1'b1;
                        dout_valid <= (data_cnt == (WIDTH_RATIO - 1))? temp_valid : 1'b1;
                        din_ready  <= (data_cnt == (WIDTH_RATIO - 2))? 1'b1 : 1'b0;
                        temp_valid <= 1'b0;
                    end
                    {~din_valid,  din_ready,  dout_valid,  dout_ready}: begin
                        dout_valid <= 1'b0;
                    end
                    { din_valid,  din_ready,  dout_valid, ~dout_ready}: begin
                        temp_din   <= din;
                        temp_strb  <= din_strb;
                        temp_last  <= {din_last, {WIDTH_RATIO - 1{1'b0}}};
                        temp_valid <= 1'b1;
                        din_ready  <= 1'b0;
                    end
                    {~din_valid, ~din_ready,  dout_valid, ~dout_ready},
                    { din_valid, ~din_ready,  dout_valid, ~dout_ready},
                    {~din_valid,  din_ready,  dout_valid, ~dout_ready},
                    {~din_valid,  din_ready, ~dout_valid, ~dout_ready},
                    {~din_valid,  din_ready, ~dout_valid,  dout_ready}: begin
                    end
                endcase
            end
        end
    end
endmodule
$ cat run.sh
#!/bin/bash
# OpenROAD 26Q1-2900-gdf79404cd8, Yosys 0.63+post, stock flow scripts
make -C /OpenROAD-flow-scripts/flow DESIGN_CONFIG=/design/flow/config.mk WORK_HOME=/design/flow/orfs finish
$ cat config.mk
export PLATFORM = sky130hd
export DESIGN_NAME = down_width_conv
export DESIGN_NICKNAME = down_width_conv
export VERILOG_FILES = /design/flow/design.v
export SDC_FILE = /design/flow/constraint.sdc
export NUM_CORES = 4
export LEC_CHECK = 1
export CORE_UTILIZATION = 50
$ cat constraint.sdc
current_design down_width_conv

set clk_period 9.5
set clk_io_pct 0.2

create_clock -name clk0 -period $clk_period [get_ports {clk}]

set non_clock_inputs [all_inputs -no_clocks]
set_input_delay [expr $clk_period * $clk_io_pct] -clock clk0 $non_clock_inputs
set_output_delay [expr $clk_period * $clk_io_pct] -clock clk0 [all_outputs]
==> flow_results.xml <==
<?xml version="1.0" encoding="UTF-8"?>
<metrics>
  <group name="floorplan">
    <metric name="floorplan.initialDensity" unit="">0.5149</metric>
    <metric name="floorplan.die.width" unit="um">88.20</metric>
    <metric name="dieArea" unit="sq um">7778</metric>
    <metric name="io_pins" unit="">54</metric>
    <metric name="row_count" unit="">31</metric>
    <metric name="die-height" unit="um">88.20</metric>
    <metric name="placeableCoreArea" unit="sq um">7214</metric>
  </group>
  <group name="yosys">
    <metric name="synth_cell_types" unit="">34</metric>
    <metric name="syn-instance-count" unit="">407</metric>
    <metric name="netlist.top_cell.by_area" unit="">sky130_fd_sc_hd__dfrtp_1</metric>
    <metric name="postSynthSeqShare" unit="">0.3705</metric>
    <metric name="synth_top_area_share" unit="">0.3705</metric>
    <metric name="syn-cell-area" unit="sq um">3715</metric>
    <metric name="leading_post_synthesis_cells_by_cell_area" unit="">sky130_fd_sc_hd__dfrtp_1, sky130_fd_sc_hd__o21ai_0, sky130_fd_sc_hd__a32o_1</metric>
    <metric name="number_of_cells_in_the_yosys_synthesis_report" unit="">407</metric>
    <metric name="synth-area-yosys" unit="sq um">3715</metric>
    <metric name="yosysWarningCount" unit="">1</metric>
    <metric name="synth_area_per_cell" unit="sq um">9.127</metric>
    <metric name="flip_flop_and_latch_count_after_synthesis" unit="">55</metric>
  </group>
  <group name="cts">
    <metric name="cts.clk_slew.worst_paths" unit="ns">0.10</metric>
    <metric name="post_cts_buffers" unit="">0</metric>
    <metric name="cts.sinks" unit="">55</metric>
    <metric name="clock_insertion_delay_worst_skew" unit="ns">0.31</metric>
    <metric name="tritoncts" unit="">built</metric>
    <metric name="cts_max_level" unit="">2</metric>
    <metric name="post_cts_resized" unit="">0</metric>
    <metric name="cts_hold_repair.buffers" unit="">0</metric>
    <metric name="cts_inserted_buffers" unit="">5</metric>
    <metric name="clockBufferDepth" unit="">2</metric>
    <metric name="clock-root-buffer" unit="">sky130_fd_sc_hd__clkbuf_8</metric>
  </group>
  <group name="detailed_routing">
    <metric name="detail-route-antenna-nets" unit="">0</metric>
    <metric name="detail_route.first_pass.iterations" unit="">4</metric>
    <metric name="average_wire_per_cell_in_the_routed_design" unit="um">18.36</metric>
    <metric name="drt_iter0_drc" unit="">257</metric>
    <metric name="antenna_cells" unit="">0</metric>
    <metric name="routed_via_density" unit="">6.262</metric>
    <metric name="route.detailed.drc" unit="">0</metric>
    <metric name="totalWireLength" unit="mm">9.656</metric>
    <metric name="dr_total_vias" unit="">3294</metric>
  </group>
  <group name="power_and_ir_drop">
    <metric name="p_leak" unit="nW">1.702</metric>
    <metric name="power-per-cell-area" unit="nW/um^2">256.9</metric>
    <metric name="worst_ir_drop_vdd" unit="V">0.0001150</metric>
  </group>
  <group name="cells_and_area">
    <metric name="most_common_cell_after_layout_fill_and_taps_aside" unit="">sky130_fd_sc_hd__o21ai_0</metric>
    <metric name="mostFrequentLayoutCells" unit="">sky130_fd_sc_hd__o21ai_0, sky130_fd_sc_hd__dfrtp_1, sky130_fd_sc_hd__clkdlybuf4s50_1, sky130_fd_sc_hd__nor2b_1, sky130_fd_sc_hd__a32o_1</metric>
    <metric name="synthesis_to_finish_area_growth" unit="%">15.29</metric>
    <metric name="fillCellCount" unit="">630</metric>
    <metric name="finish.cell_count_without_fillers" unit="">526</metric>
    <metric name="drive_gt1_frac" unit="">0.06089</metric>
  </group>
  <group name="global_route">
    <metric name="grt_overflow" unit="">0</metric>
    <metric name="antenna_found_initial" unit="">0</metric>
    <metric name="grt_start_max_net_pins" unit="">90</metric>
    <metric name="grt_pass1_wl" unit="mm">15.73</metric>
    <metric name="first_global_vias" unit="">2984</metric>
    <metric name="track_usage" unit="">0.2687</metric>
  </group>
  <group name="placement">
    <metric name="dp.cells" unit="">518</metric>
    <metric name="port_buffers" unit="">53</metric>
    <metric name="hpwlAfterDp" unit="mm">5.738</metric>
    <metric name="routability_congestion" unit="">0.8354</metric>
  </group>
  <group name="sta">
    <metric name="post_layout_period_usage_of_the_worst_path" unit="">0.3962</metric>
    <metric name="clock.fmax" unit="GHz">0.2657</metric>
    <metric name="relSlewSlack" unit="">0.4978</metric>
    <metric name="hold_fails_final_rpt" unit="">0</metric>
    <metric name="grt_setup_unrepaired" unit="">false</metric>
    <metric name="finalMaxSlewViolations" unit="">0</metric>
    <metric name="worstMarginPinSlew" unit="ns">0.7533</metric>
    <metric name="worst_clock_skew" unit="ns">0.009665</metric>
    <metric name="setup_viol" unit="">0</metric>
    <metric name="finalSetupTns" unit="ns">0</metric>
    <metric name="time_the_worst_path_needs_with_i_o_delays_and_setup" unit="ns">3.764</metric>
  </group>
  <group name="critical_path">
    <metric name="worst_r2r_startpoint" unit="">din_ready$_DFFE_PN0P_</metric>
    <metric name="crit_path_max_fanout" unit="">89</metric>
    <metric name="cp_data_required_time" unit="ns">9.70</metric>
    <metric name="worst_setup_path_start_kind" unit="">input pin</metric>
    <metric name="crit_arrival" unit="ns">3.97</metric>
    <metric name="worstSetupEndpointType" unit="">flop</metric>
    <metric name="timing.critical_path.from" unit="">dout_ready</metric>
    <metric name="timing_worst_setup_path_type" unit="">in2reg</metric>
  </group>
  <group name="status">
    <metric name="status" unit="">complete, no violations</metric>
  </group>
  <group name="min_path">
    <metric name="worst_hold_path_type" unit="">reg2reg</metric>
    <metric name="timing.hold.worst.start" unit="">temp_din[2]$_DFFE_PN0P_</metric>
  </group>
  <group name="flow_run">
    <metric name="drv_cap" unit="">0</metric>
    <metric name="tool_warnings" unit="">27</metric>
  </group>
</metrics>
==> cell usage after synthesis <==
cell type and count:
sky130_fd_sc_hd__o21ai_0 66, sky130_fd_sc_hd__dfrtp_1 55, sky130_fd_sc_hd__a32o_1 29, sky130_fd_sc_hd__nor2b_1 29, sky130_fd_sc_hd__and3b_1 28, sky130_fd_sc_hd__nor2_1 28, sky130_fd_sc_hd__o32ai_1 27, sky130_fd_sc_hd__nor3b_1 26
sky130_fd_sc_hd__clkbuf_1 23, sky130_fd_sc_hd__a31oi_1 20, sky130_fd_sc_hd__buf_2 18, sky130_fd_sc_hd__a22o_1 10, sky130_fd_sc_hd__nand3_1 10, sky130_fd_sc_hd__buf_6 6, sky130_fd_sc_hd__inv_1 4, sky130_fd_sc_hd__nand2_1 4
sky130_fd_sc_hd__a21oi_1 2, sky130_fd_sc_hd__buf_4 2, sky130_fd_sc_hd__ha_1 2, sky130_fd_sc_hd__mux2_4 2, sky130_fd_sc_hd__mux2i_1 2, sky130_fd_sc_hd__nand2b_1 2, sky130_fd_sc_hd__a21boi_0 1, sky130_fd_sc_hd__a22oi_1 1
sky130_fd_sc_hd__and2_1 1, sky130_fd_sc_hd__and3_4 1, sky130_fd_sc_hd__nand3b_2 1, sky130_fd_sc_hd__nor2_4 1, sky130_fd_sc_hd__nor3b_2 1, sky130_fd_sc_hd__o21a_1 1, sky130_fd_sc_hd__o21ai_1 1, sky130_fd_sc_hd__o2bb2ai_1 1
sky130_fd_sc_hd__o311ai_0 1, sky130_fd_sc_hd__o31ai_1 1
==> worst max-delay path, cell delays in order <==
cell and delay (ns):
sky130_fd_sc_hd__buf_2 0.08, sky130_fd_sc_hd__buf_4 0.52, sky130_fd_sc_hd__nand2b_1 0.69, sky130_fd_sc_hd__and3_4 0.42
sky130_fd_sc_hd__mux2_4 0.31
==> cell families (layout without fill, tap and decap cells) <==
family,count (synthesis),count (layout),share of synthesized area
buffers and inverters,53,73,0.07376
and+or+nand+nor,132,132,0.2307
adders and majority gates,2,2,0.006735
DFF,55,55,0.3705
muxes,4,4,0.01347
AOI/OAI and AO/OA,161,161,0.3048
==> registers in the layout (all words and copies together), names as in the netlist <==
signal / cells
temp_last: 4
temp_strb: 4
dout: 8
dout_valid: 1
data_cnt: 2
dout_strb: 1
temp_valid: 1
din_ready: 1
dout_last: 1
temp_din: 32
==> stage by stage <==
step                utilization  instance area (sq um)  total power [mW]  hold slack, ns  setup slack [ns]
finish                   0.5937                   4283             1.100          0.4990             5.736
global route             0.5937                   4283             1.185          0.5203             5.618
CTS                      0.5937                   4283             1.105          0.5020             5.777
detailed placement       0.5774                   4165            0.9370          0.4756             5.441
global placement         0.5774                   4165            0.9306          0.4708             5.493
floorplan                     -                   3715            0.7922          0.4568             6.648
==> path summary, 6_finish.rpt <==
| check | to | slack, ns | cells past startpoint |
|---|---|---|---|
| min | temp_din[2]$_DFFE_PN0P_ | 0.50 | 1 |
| min in group asynchronous | din_ready$_DFFE_PN0P_ | 1.73 | 2 |
| max | data_cnt[1]$_DFFE_PN0P_ | 5.74 | 5 |
| max in group asynchronous | din_ready$_DFFE_PN0P_ | 7.26 | 2 |
| max reg2reg | dout[5]$_DFFE_PN0P_ | 7.12 | 5 |
| min reg2reg | temp_din[2]$_DFFE_PN0P_ | 0.50 | 1 |
==> layout make-up <==
cell class,count,area (sq um),share of cell area
Clock buffer,6,82.58,0.01928
Clock inverter,2,35.03,0.008180
Timing Repair Buffer,61,580.6,0.1356
Inverter,4,15.01,0.003506
Multi-Input combinational cell,299,2068,0.4829
Tap cell,99,123.9,0.02892
Sequential cell,55,1378,0.3216
==> per-layer routing <==
metal	vias to the layer above	GRT usage	part of all wire
met5	-	0	0
met4	0	0.01613	0.011
met3	9	0.02576	0.041
met2	85	0.4322	0.48
met1	1599	0.4308	0.47
li1	1601	-	-
==> power by group <==
part	total, mW	internal, mW	switching [mW]
Sequential	0.392	0.331	0.0609
Clock	0.165	0.0855	0.0799
Combinational	0.543	0.259	0.284
Total	1.10	0.675	0.425
No activity file was given, so power comes from the tool's default toggle rates.
