### /design/flow/config.mk
export PLATFORM = sky130hd
export DESIGN_NAME = width_conv
export DESIGN_NICKNAME = width_conv
export VERILOG_FILES = /design/flow/design.v
export SDC_FILE = /design/flow/constraint.sdc
export NUM_CORES = 4
export LEC_CHECK = 1
export CORE_UTILIZATION = 40
### /design/flow/constraint.sdc
current_design width_conv

set clk_period 3.9
set clk_io_pct 0.2

create_clock -name clk0 -period $clk_period [get_ports {clk}]

set non_clock_inputs [all_inputs -no_clocks]
set_input_delay [expr $clk_period * $clk_io_pct] -clock clk0 $non_clock_inputs
set_output_delay [expr $clk_period * $clk_io_pct] -clock clk0 [all_outputs]
### /design/flow/design.v
module up_width_conv #
(
    parameter DIN_WIDTH  = 8,
    parameter DOUT_WIDTH = 32
)
(
    input   wire                            clk,
    input   wire                            cen,
    input   wire                            rstn,
    input   wire    [DIN_WIDTH - 1:0]       din,
    input   wire    [DIN_WIDTH/8 - 1:0]     din_strb,
    input   wire                            din_last,
    input   wire                            din_valid,
    output  reg                             din_ready,
    output  reg     [DOUT_WIDTH - 1:0]      dout,
    output  reg     [DOUT_WIDTH/8 - 1:0]    dout_strb,
    output  reg                             dout_last,
    output  reg                             dout_valid,
    input   wire                            dout_ready
);
    generate
        if ((DIN_WIDTH  < 1)                ||
            (DOUT_WIDTH < 1)                ||
            ((DOUT_WIDTH % 8) != 0)         ||
            ((DIN_WIDTH  % 8) != 0)         ||
            (DOUT_WIDTH <= DIN_WIDTH)       ||
            ((DOUT_WIDTH % DIN_WIDTH) != 0)) begin
            INVALID_PARAMETER invalid_parameters_msg();
        end
    endgenerate
    function integer clog2;
        input integer value;
        integer i;
        begin
            clog2 = 0;
            for (i = 0; 2**i < value; i = i + 1) begin
                clog2 = i + 1;
            end
        end
    endfunction
    localparam  WIDTH_RATIO = DOUT_WIDTH / DIN_WIDTH;
    localparam  DATA_CNT_WIDTH = clog2(WIDTH_RATIO);
    reg     [DIN_WIDTH - 1:0]       temp_din;
    reg     [DIN_WIDTH/8 - 1:0]     temp_strb;
    reg                             temp_last;
    reg                             temp_valid;
    reg     [DATA_CNT_WIDTH - 1:0]  data_cnt;
    wire [3:0] state = { din_valid,  din_ready,  dout_valid,  dout_ready};
    always @(posedge clk or negedge rstn) begin
        if (~rstn) begin
            dout       <= {DOUT_WIDTH{1'b0}};
            dout_strb  <= {DOUT_WIDTH/8{1'b0}};
            dout_last  <= 1'b0;
            dout_valid <= 1'b0;
            temp_din   <= {DOUT_WIDTH{1'b0}};
            temp_strb  <= {DOUT_WIDTH/8{1'b0}};
            temp_last  <= 1'b0;
            temp_valid <= 1'b0;
            data_cnt   <= {DATA_CNT_WIDTH{1'b0}};
            din_ready  <= 1'b1;
        end else begin
            if (cen) begin
                case (4'b1111)
                    {~din_valid, ~din_ready, ~dout_valid, ~dout_ready},
                    {~din_valid, ~din_ready, ~dout_valid,  dout_ready},
                    { din_valid, ~din_ready, ~dout_valid, ~dout_ready},
                    { din_valid, ~din_ready, ~dout_valid,  dout_ready}: begin
                        din_ready <= 1'b1;
                    end
                    { din_valid,  din_ready, ~dout_valid, ~dout_ready},
                    { din_valid,  din_ready, ~dout_valid,  dout_ready}: begin
                        if (temp_valid) begin
                            temp_valid <= 1'b0;
                            dout[0 +: DIN_WIDTH]        <= temp_din;
                            dout_strb[0 +: DIN_WIDTH/8] <= temp_strb;
                            dout_last                   <= temp_last;
                        end
                        dout[DIN_WIDTH * data_cnt +: DIN_WIDTH] <= din;
                        dout_strb[DIN_WIDTH/8 * data_cnt +: DIN_WIDTH/8] <= din_strb;
                        dout_last  <= din_last;
                        if ((data_cnt == WIDTH_RATIO - 1) || din_last || (temp_valid & temp_last)) begin
                            data_cnt   <= {DATA_CNT_WIDTH{1'b0}};
                            dout_valid <= 1'b1;
                        end else begin
                            data_cnt <= data_cnt + 1'b1;
                        end
                    end
                    {~din_valid, ~din_ready,  dout_valid,  dout_ready},
                    { din_valid, ~din_ready,  dout_valid,  dout_ready},
                    {~din_valid,  din_ready,  dout_valid,  dout_ready}: begin
                        din_ready  <= 1'b1;
                        dout       <= {DOUT_WIDTH{1'b0}};
                        dout_strb  <= {DOUT_WIDTH/8{1'b0}};
                        dout_last  <= 1'b0;
                        dout_valid <= 1'b0;
                    end
                    { din_valid,  din_ready,  dout_valid, ~dout_ready}: begin
                        temp_din   <= din;
                        temp_strb  <= din_strb;
                        temp_last  <= din_last;
                        temp_valid <= 1'b1;
                        data_cnt   <= 'd1;
                        din_ready  <= 1'b0;
                    end
                    { din_valid,  din_ready,  dout_valid,  dout_ready}: begin
                        dout       <= {DOUT_WIDTH{1'b0}};
                        dout_strb  <= {DOUT_WIDTH/8{1'b0}};
                        dout_last  <= 1'b0;
                        dout[DIN_WIDTH * data_cnt +: DIN_WIDTH] <= din;
                        dout_strb[DIN_WIDTH/8 * data_cnt +: DIN_WIDTH/8] <= din_strb;
                        dout_last <= din_last;
                        if (~din_last) begin
                            data_cnt   <= 'd1;
                            dout_valid <= 1'b0;
                        end
                    end
                    {~din_valid, ~din_ready,  dout_valid, ~dout_ready},
                    { din_valid, ~din_ready,  dout_valid, ~dout_ready},
                    {~din_valid,  din_ready,  dout_valid, ~dout_ready},
                    {~din_valid,  din_ready, ~dout_valid, ~dout_ready},
                    {~din_valid,  din_ready, ~dout_valid,  dout_ready}: begin
                    end
                endcase
            end
        end
    end
endmodule
module width_conv #
(
    parameter DIN_WIDTH  = 8,
    parameter DOUT_WIDTH = 32
)
(
    input   wire                            clk,
    input   wire                            cen,
    input   wire                            rstn,
    input   wire    [DIN_WIDTH - 1:0]       din,
    input   wire    [DIN_WIDTH/8 - 1:0]     din_strb,
    input   wire                            din_last,
    input   wire                            din_valid,
    output  wire                            din_ready,
    output  wire    [DOUT_WIDTH - 1:0]      dout,
    output  wire    [DOUT_WIDTH/8 - 1:0]    dout_strb,
    output  wire                            dout_last,
    output  wire                            dout_valid,
    input   wire                            dout_ready
);
    generate
        if ((DIN_WIDTH  < 1)                                              ||
            (DOUT_WIDTH < 1)                                              ||
            ((DOUT_WIDTH % 8) != 0)                                       ||
            ((DIN_WIDTH % 8)  != 0)                                       ||
            ((DIN_WIDTH > DOUT_WIDTH) && ((DIN_WIDTH % DOUT_WIDTH) != 0)) ||
            ((DIN_WIDTH < DOUT_WIDTH) && ((DOUT_WIDTH % DIN_WIDTH) != 0))) begin
            INVALID_PARAMETER invalid_parameters_msg();
        end
    endgenerate
    generate
        if (DIN_WIDTH == DOUT_WIDTH) begin   
            assign dout       = din;
            assign dout_strb  = din_strb;
            assign dout_last  = din_last;
            assign dout_valid = din_valid;
            assign din_ready  = dout_ready;
        end else begin
            if (DIN_WIDTH > DOUT_WIDTH) begin    
                down_width_conv #
                (
                    .DIN_WIDTH  ( DIN_WIDTH  ),
                    .DOUT_WIDTH ( DOUT_WIDTH )
                )
                down_width_conv_inst
                (
                    .clk        ( clk        ),
                    .cen        ( cen        ),
                    .rstn       ( rstn       ),
                    .din        ( din        ),
                    .din_strb   ( din_strb   ),
                    .din_last   ( din_last   ),
                    .din_valid  ( din_valid  ),
                    .din_ready  ( din_ready  ),
                    .dout       ( dout       ),
                    .dout_strb  ( dout_strb  ),
                    .dout_last  ( dout_last  ),
                    .dout_valid ( dout_valid ),
                    .dout_ready ( dout_ready )
                );
            end else begin   
                up_width_conv #
                (
                    .DIN_WIDTH  ( DIN_WIDTH  ),
                    .DOUT_WIDTH ( DOUT_WIDTH )
                )
                up_width_conv_inst
                (
                    .clk        ( clk        ),
                    .cen        ( cen        ),
                    .rstn       ( rstn       ),
                    .din        ( din        ),
                    .din_strb   ( din_strb   ),
                    .din_last   ( din_last   ),
                    .din_valid  ( din_valid  ),
                    .din_ready  ( din_ready  ),
                    .dout       ( dout       ),
                    .dout_strb  ( dout_strb  ),
                    .dout_last  ( dout_last  ),
                    .dout_valid ( dout_valid ),
                    .dout_ready ( dout_ready )
                );
            end
        end
    endgenerate
endmodule
### /design/flow/run.sh
#!/bin/bash
# OpenROAD 26Q1-2900-gdf79404cd8, Yosys 0.63+post, stock flow scripts
make -C /OpenROAD-flow-scripts/flow DESIGN_CONFIG=/design/flow/config.mk WORK_HOME=/design/flow/orfs finish
==> flow_summary.json <==
{
  "syn_area_um2": 2250,
  "clock_path_buffers": 2,
  "syn_inst": 159,
  "top_cell": "dfrtp_1",
  "core-area_um2": 5270,
  "post-route-period-util": 0.606,
  "ys_top_cells_by_area": "dfrtp_1 (57%), a22o_1 (10%), mux2_2 (5.0%)",
  "worstSetupEndpointType": "output pin",
  "clock_skew_ns": 0.00449,
  "synth_flops": 52,
  "synth_seq_share": 0.578,
  "top_area_frac": 0.566,
  "top_area_cell": "dfrtp_1",
  "io_buffers": 53,
  "yosys_warnings": 1,
  "cp.required_ns": 3.12,
  "worst_path_largest_cell_delay_ns": 0.71,
  "clk_pin_slew_ns": 0.09,
  "maxCapViolCount": 0,
  "synth_cell_type_count": 38,
  "clock_latency_ns": 0.30,
  "die_x_um": 77.1,
  "hpwl_um": 3480,
  "area_delta_synth_final_pct": 31.2,
  "cts-root-buf": "clkbuf_8",
  "cts_resized": 0,
  "ctsHoldBuffers": 0,
  "place_area_um2": 2850,
  "fp_util": 0.428,
  "grt_use_total": 0.183,
  "warnings": 28,
  "finalSetupViolations": 0,
  "peakVddDrop_uv": 308,
  "synth-main-ff-cell": "dfrtp_1",
  "cts_post_setup_buffers_inserted": 0,
  "ys_area_um2": 2250,
  "worstSetupPathType": "reg2out",
  "tns_ns": 0,
  "vias_per_cell": 5.47,
  "num_vias": 1571,
  "worstHoldPathType": "reg2reg",
  "drt-total-wl_um": 4860,
  "avgSynthCellArea_um2": 14.2,
  "drive_above_1_share": 0.175,
  "clock_sinks": 52,
  "crit_slowest_cell": "dfrtp_1",
  "drc": 0,
  "ys_cells": 159,
  "synthTopCellsByCount": "dfrtp_1 (51), a22o_1 (27), a22oi_1 (10), mux2_2 (10), o2bb2ai_1 (10)",
  "io_pins": 54,
  "avgRoutedWirePerCell_um": 16.9,
  "ys_async_sr_fraction": 1.00,
  "gp_congestion": 0.931,
  "path_delay_family": "flip-flops",
  "grt_pass1_wl_um": 8310,
  "drt_pre_antenna_iters": 4,
  "ant_nets": 0,
  "dieHeight_um": 77.1,
  "finalMaxSlewViolations": 0,
  "hold_viol": 0,
  "status": "completed",
  "design_area_um2": 2960,
  "n_antenna_cell": 0,
  "cts_tree": "built",
  "crit_buf_inv": 1,
  "drtIter0Drc": 70,
  "edf_count": 0,
  "cp.arrival_ns": 1.58,
  "worstPathMaxFanout": 14,
  "grt_max_degree": 53,
  "path_cells": "clkdlybuf4s50_1",
  "worst_pin_slew_ns": 0.636,
  "htree_levels": 2,
  "p_per_area_nw_per_um2": 612,
  "grt_overflow": 0,
  "antenna_found_initial": 0,
  "p_leak_nw": 1.24,
  "rsz0062_at_grt": "no",
  "critPathLaunchType": "flip-flop",
  "numCtsBuffers": 5,
  "slew_headroom": 0.576,
  "chipArea_um2": 5940,
  "fp-row-count": 26,
  "clock.fmax_ghz": 0.423,
  "grt_pass1_vias": 1537,
  "min_period_ns": 2.36
}
## cell type report
type / instances / area [µm²]
Clock buffer: 5 / 68.8
Clock inverter: 3 / 42.5
Fill cell: 415 / 2310
Inverter: 2 / 7.51
Multi-Input combinational cell: 101 / 916
Sequential cell: 52 / 1300
Tap cell: 70 / 87.6
Timing Repair Buffer: 54 / 533
## state kept, by name (all words and copies together) (netlist names), 2 cells and up
signal                                        flops
genblk2.genblk1.up_width_conv_inst.dout_strb      4
genblk2.genblk1.up_width_conv_inst.temp_din       8
genblk2.genblk1.up_width_conv_inst.dout          32
genblk2.genblk1.up_width_conv_inst.data_cnt       2
## layout by cell type, fill, tap and decap left out, drive strengths merged, types with 3 or more instances in the layout
cell | netlist | layout
o2bb2ai | 10 | 10
nand2 | 9 | 9
o21ai | 7 | 7
clkdlybuf4s50 | 0 | 52
nor2 | 3 | 3
a22o | 27 | 27
nand3 | 3 | 3
dfrtp | 51 | 51
a22oi | 10 | 10
clkbuf | 1 | 5
nor3b | 3 | 3
mux2 | 10 | 10
ha | 4 | 4
## routing by layer
metal | vias to the layer above | track usage | routed length, µm
met2 | 51 | 0.259 | 2090
met1 | 776 | 0.320 | 2460
met3 | 4 | 0.0326 | 269
met4 | 0 | 0.0170 | 43
li1 | 740 | - | -
met5 | - | 0 | 0
## per-stage QoR
step	util	std cells	setup WS [ns]	hold WS [ns]	total power [mW]
after global placement	0.540	279	1.41	0.472	1.45
after detailed placement	0.540	279	1.38	0.473	1.46
after global routing	0.561	287	1.46	0.520	1.93
after CTS	0.561	287	1.52	0.512	1.83
after floorplan	-	159	2.05	0.433	1.14
final	0.561	287	1.54	0.505	1.81
## worst paths after layout
check,cells after the start,slack [ns],to,startpoint
max,1,1.54,dout_valid,genblk2.genblk1.up_width_conv_inst.dout_valid$_DFFE_PN0P_
max reg2reg,6,1.76,genblk2.genblk1.up_width_conv_inst.dout_strb[0]$_DFFE_PN0P_,genblk2.genblk1.up_width_conv_inst.data_cnt[0]$_DFFE_PN0P_
max in group asynchronous,2,2.90,genblk2.genblk1.up_width_conv_inst.dout_valid$_DFFE_PN0P_,rstn
min reg2reg,1,0.51,genblk2.genblk1.up_width_conv_inst.dout[5]$_DFFE_PN0P_,genblk2.genblk1.up_width_conv_inst.dout[5]$_DFFE_PN0P_
min in group asynchronous,2,0.57,genblk2.genblk1.up_width_conv_inst.dout_strb[3]$_DFFE_PN0P_,rstn
min,1,0.51,genblk2.genblk1.up_width_conv_inst.dout[5]$_DFFE_PN0P_,genblk2.genblk1.up_width_conv_inst.dout[5]$_DFFE_PN0P_
## where the power goes
| group | internal, mW | switching, mW |
|---|---|---|
| registers | 0.710 | 0.130 |
| clock network | 0.190 | 0.174 |
| logic | 0.387 | 0.221 |
| total | 1.29 | 0.524 |
## cells by family (layout without fill, tap and decap cells)
group | count (synthesis) | in the layout | share of synthesized area
flip-flops | 52 | 52 | 0.578
AND/OR/NAND/NOR | 26 | 26 | 0.0971
AND-OR/OR-AND | 61 | 61 | 0.237
adder cells (fa/ha/maj) | 4 | 4 | 0.0222
buffers and inverters | 6 | 64 | 0.0161
multiplexers | 10 | 10 | 0.0499
Power figures rest on the tool's default switching activity, not on a simulated workload.
